## design.v

```verilog
module dist_clock
(
	input fast_clock, 
	output reg dist_clock
);
reg [30:0] S; 
always @( posedge fast_clock ) begin
	if( S < 45000000 ) begin
		S <= S + 1; 
	end
	else begin
		dist_clock <= ~dist_clock; 
		S <= 0; 
	end
end
endmodule
module distance( clock, speed, distance1, distance2, distance3); 
input wire clock; 
input wire [7:0] speed; 
output reg [3:0] distance1, distance2, distance3;
reg [3:0] dash = ~3'b1000; 
always @( posedge clock ) begin
	if( distance3 < 9 ) begin
		distance3 = distance3 + 1;
	end
	else if( distance2 < 9 ) begin
		distance3 = 0; 
		distance2 = distance2 + 1;
	end
	else begin
		if( distance1 < 1 ) begin
			distance3 = 0; 
			distance2 = 0;
			distance1 = distance1 + 1;
		 end
	end
end
endmodule
module hex_display( hex_digit, seg );
input [3:0] hex_digit;
output [6:0] seg;
reg [6:0] seg;
always @ (hex_digit)
case (hex_digit)
		4'h0: seg = ~7'h3F;
		4'h1: seg = ~7'h06; 
		4'h2: seg = ~7'h5B; 
		4'h3: seg = ~7'h4F; 	
		4'h4: seg = ~7'h66; 
		4'h5: seg = ~7'h6D; 
		4'h6: seg = ~7'h7D;
		4'h7: seg = ~7'h07; 	
		4'h8: seg = ~7'h7F; 	
		4'h9: seg = ~7'h67; 	
		4'ha: seg = ~7'b00000000;
		4'hb: seg = ~7'b00000000;
		4'hc: seg = ~7'b00000000;
		4'hd: seg = ~7'b00000000;
		4'he: seg = ~7'b00000000;
		4'hf: seg = ~7'b01011100;
endcase
endmodule
module modify_slope( CLOCK_50, KEY, slope1, slope2, slope, reset );
input wire CLOCK_50, reset; 
input wire [3:0] KEY; 
output reg [3:0] slope1, slope2, slope;
reg old_key1; 
reg old_key0;
always @( posedge CLOCK_50 ) begin
	if( !reset ) begin
		slope = 0; 
		slope2 = 0; 
		slope1 = 0; 
	end
	else begin
		if( old_key1 && !KEY[1] ) begin
			if( slope2 < 9 ) begin
				 slope2 = slope2 + 1;
				 slope = slope + 1; 
			end
			else begin
				if( slope1 < 1 ) begin
					 slope2 = 0;
					 slope1 = slope1 + 1;
					 slope = slope + 1; 
				end
			end
		end
		else if( old_key0 && !KEY[0] ) begin
			if( slope2 > 0 ) begin
				 slope2 = slope2 - 1;
				 slope = slope - 1; 
			end
			else begin
				if( slope1 > 0 ) begin
					slope2 = 9;
					slope1 = slope1 - 1;
					slope = slope - 1; 
				 end
			end
		end
		old_key1 = KEY[1];
		old_key0 = KEY[0];
	end
end
endmodule
module modify_speed( CLOCK_50, KEY, speed1, speed2, speed3, speed, reset );
input wire CLOCK_50, reset; 
input wire [3:0] KEY; 
output reg [3:0] speed1, speed2, speed3;
output reg [7:0] speed; 
reg old_key2; 
reg old_key3;
always @( posedge CLOCK_50 ) begin
	if( !reset ) begin
		speed = speed; 
		speed3 = speed3; 
		speed2 = speed2; 
		speed1 = speed1; 
	end
	else begin
		if( old_key3 && !KEY[3] ) begin
			if( speed3 < 9 ) begin
				speed3 = speed3 + 1;
				speed = speed + 1; 
			end
			else if( speed2 < 9 ) begin
				speed3 = 0; 
				speed2 = speed2 + 1;
				speed = speed + 1; 
			end
			else begin
				if( speed1 < 1 ) begin
					speed3 = 0; 
					speed2 = 0;
					speed1 = speed1 + 1;
					speed = speed + 1;
				 end
			end
		end
		else if( old_key2 && !KEY[2] ) begin
			if( speed3 > 0 ) begin
				speed3 = speed3 - 1; 
				speed = speed -1; 
			end
			else if( speed2 > 0 ) begin
				 speed3 = 9; 
				 speed2 = speed2 - 1;
				 speed = speed - 1;
			end
			else begin
				 if( speed1 > 0 ) begin
					speed3 = 9;
					speed2 = 9;
					speed1 = speed1 - 1;
					speed = speed - 1;
				 end
			end
		end
		old_key3 = KEY[3];
		old_key2 = KEY[2];
	end
end
endmodule
module motor( clock, speed, lights ); 
input wire clock; 
output reg [8:0] lights; 
input wire [7:0] speed; 
reg [7:0] count; 
always @( posedge clock ) begin
	if ( count < speed ) begin
		count = count + 1; 
		lights = 8'b11111111;
	end
	else begin
		lights = 8'b00000000;		
		count = 0; 
	end
end
endmodule
module slow_clock
(
	input fast_clock, 
	output reg slow_clock
);
reg [25:0] R;
always @( posedge fast_clock ) begin
	if( R < 25000000 ) begin
		R <= R + 1;
	end
	else begin
		slow_clock <= ~slow_clock;
		R <= 0;
	end
end
endmodule
module timer( slow_clock, minute1, minute2, second1, second2, reset );
input wire slow_clock, reset; 
output reg [3:0] minute1, minute2, second1, second2;
always @( posedge slow_clock ) begin
	if( !reset ) begin
		second2 = 0; 
		second1 = 0; 
		minute2 = 0; 
		minute1 = 0; 
	end
	else begin
		if( second2 < 9) begin
			 second2 <= second2 + 1'b1;
		end
		else if( second1 < 5 ) begin
			 second2 <= 4'b0000;
			 second1 <= second1 + 1'b1;
		end
		else begin
			second1 <= 4'b0000;
			second2 <= 4'b0000;
			if( minute2 < 9 ) begin
				minute2 <= minute2 + 1'b1; 
			end
			else if( minute1 < 5 ) begin
				minute2 <= 4'b0000; 
				minute1 <= minute1 + 1'b1; 
			end
			else begin
			end
		end
	end
end
endmodule
module treadmill
(
  input 		CLOCK_50,
  input		CLOCK_27,
  input 		[3:0]  KEY,
  input  	[17:0]  SW,
  output 	[6:0]  HEX0, HEX1, HEX2, HEX3, HEX4, HEX5, HEX6, HEX7, 
  output  	[8:0]  LEDG, 
  output  	[17:0]  LEDR
);
wire clock_1hz;
wire clock_dist; 
slow_clock s_clock( CLOCK_50, clock_1hz );
dist_clock d_clock( CLOCK_50, clock_dist ); 
wire reset; 
assign reset = SW[0]; 
wire [3:0] minute1; 
wire [3:0] minute2; 
wire [3:0] second1; 
wire [3:0] second2; 
wire [3:0] distance1;
wire [3:0] distance2;
wire [3:0] distance3;
wire [3:0] speed1; 
wire [3:0] speed2; 
wire [3:0] speed3; 
wire [7:0] speed;  
wire [3:0] slope1; 
wire [3:0] slope2; 
wire [3:0] slope;  
reg [3:0] display0; 
reg [3:0] display1;
reg [3:0] display2;
reg [3:0] display3;
wire [8:0] pmw_wire; 
reg [3:0] display4; 
reg [3:0] display5; 
reg [3:0] display6; 
reg [3:0] display7;
timer time1( clock_1hz, minute1, minute2, second1, second2, reset ); 
distance dist1( clock_dist, speed, distance1, distance2, distance3 ); 
modify_speed speed_control( CLOCK_50, KEY, speed1, speed2, speed3, speed, reset ); 
modify_slope slope_control( CLOCK_50, KEY, slope1, slope2, slope, reset );
motor pmw( CLOCK_50, speed, pmw_wire ); 
hex_display dsp0( display0, HEX3 );
hex_display dsp1( display1, HEX2 );
hex_display dsp2( display2, HEX1 );
hex_display dsp3( display3, HEX0 );
hex_display dsp4( display4, HEX4 );
hex_display dsp5( display5, HEX5 );
hex_display dsp6( display6, HEX6 );
hex_display dsp7( display7, HEX7 );
assign LEDR[8:0] = speed;   
assign LEDG[8:0] = pmw_wire;
always @( posedge CLOCK_50 ) begin
	if( !SW[17] ) begin  
		display0 = minute1; 
		display1 = minute2; 
		display2 = second1; 
		display3 = second2;
	end
	else if( SW[17] ) begin  
		display0 = distance1; 
		display1 = distance2;  
		display2 = ~3'b1000; 
		display3 = distance3;
	end
	if( !SW[16] ) begin  
		display6 = slope2; 
		display7 = slope1; 
		display4 = ~3'b0100; 
		display5 = ~3'b0100; 
	end
	else if( SW[16] ) begin  
		display4 = speed3; 
		display5 = ~3'b1000; 
		display6 = speed2; 
		display7 = speed1; 
	end
end 
endmodule
```

## run.sh

```bash
#!/bin/bash
# OpenROAD 26Q1-2900-gdf79404cd8, Yosys 0.63+post, stock flow scripts
make -C /OpenROAD-flow-scripts/flow DESIGN_CONFIG=/design/flow/config.mk WORK_HOME=/design/flow/orfs finish
```

## config.mk

```make
export PLATFORM = sky130hd
export DESIGN_NAME = treadmill
export DESIGN_NICKNAME = treadmill
export VERILOG_FILES = /design/flow/design.v
export SDC_FILE = /design/flow/constraint.sdc
export NUM_CORES = 4
export LEC_CHECK = 1
export CORE_UTILIZATION = 40
```

## constraint.sdc

```tcl
current_design treadmill

set clk_period 6.0
set clk_io_pct 0.2

create_clock -name clk0 -period $clk_period [get_ports {CLOCK_50}]

set non_clock_inputs [all_inputs -no_clocks]
set_input_delay [expr $clk_period * $clk_io_pct] -clock clk0 $non_clock_inputs
set_output_delay [expr $clk_period * $clk_io_pct] -clock clk0 [all_outputs]
```

==> notes.md <==
Purpose: to document the outcome of synthesis and place and route.

Final timing
The timer found 28 register pins that no clock reaches; their paths are not timed. The share of the clock period used by the worst path after layout is between 60% and 70%. The final tally of setup violations is 0. The worst slack on hold paths is 0.447 ns. The count of final hold-check violations is 0. The transition time of the tightest slew-check pin is around 0.88 ns. Per the timing report, the achievable frequency comes out to roughly 260 MHz.

Setup repair after global routing left no endpoint under its margin. 40 endpoints have no timing constraint. The setup clock skew after layout is 0.00709 ns. The max-slew headroom at the worst pin is 39.7%. The clock period could shrink to 3.83 ns.

The final max-slew violation count is 0. After routing, the total negative slack on setup checks comes to 0 ns.

Logic synthesis
The share of synthesized area occupied by flip-flops and latches is 40.6%. The total of warnings raised by yosys is 21. The synthesized netlist was found by Yosys to have 1098 cells. The number of register bits inferred by synthesis is between 150 and 200. Counting flops with a built-in enable in the synthesized netlist gives 38.

After synthesis, the cell types taking the most area are sky130_fd_sc_hd__dfxtp_1 (29%), sky130_fd_sc_hd__edfxtp_1 (12%), sky130_fd_sc_hd__ha_1 (11%). The most area-hungry cell type in the Yosys netlist is sky130_fd_sc_hd__dfxtp_1. Yosys reported that registers with async set or reset make up 0%. The average size of a mapped cell is between 8 and 9 um^2. The cell count after synthesis came out at 1098. Per the synthesis report, the single largest cell type by area occupies 28.9% of cell area. The mapped netlist covers 0.00971 mm^2. The most instantiated flip-flop cell in the synthesis netlist is sky130_fd_sc_hd__dfxtp_1.

Counting distinct cell types in the post-synthesis netlist gives between 60 and 70. The yosys synthesis chip area is 0.00971 mm^2.

Floorplan
The vertical extent of the die is roughly 160 um. The horizontal die dimension reported for this design is 158 um. Before placement the cells fill 41.1% of the core. After floorplanning, the core was sized to cover 0.0236 mm^2. Per the OpenROAD floorplan log, the area of the die is about 0.025 mm^2.

The I/O pin count is 107. The report lists the number of standard-cell rows as around 56.

Clocking
The clock input transition at the sequential cells of the worst setup and hold paths is 0.06 ns. The number of hold buffers added after CTS is 0. The total clock buffers created by CTS is 17. The level count of the clock H-tree is 4. The clock insertion delay at the later pin of the skew report is 0.42 ns. The clock passes through at most 2 buffers.

The number of setup buffers added after CTS is 0. TritonCTS built the clock tree. Once the clock tree was built, the resizer swapped 0 gates to a different size. In this run the clock root is driven by a sky130_fd_sc_hd__clkbuf_16.

Pwr
The worst-case IR drop observed on VDD is 147 uV. Per the summary, power density relative to cell area is 238 mW/mm^2. The post-route total power is 2.67 mW. The reported leakage power is 4.48 nW.

GRT
The initial antenna violation count came to 1. The aggregate global-route resource usage is 14.8%. The number of global-route vias before repair was between 6000 and 7000. Entering global routing, the biggest net connects 27 pins. The wire length of the first global-routing pass is 29600 um. The total overflow reported by the global router is 0.

Setup path
The number of cells on the worst reg-to-reg path is 9. In this run the worst path has a maximum fanout of 25. For the worst setup path, the data arrival time is 4.00 ns. The count of buffer and inverter cells on the critical path is 3. Per STA, the highest per-stage delay on the worst path measures 0.60 ns. STA classifies the critical path endpoint as a flip-flop. On the critical path, the stage with the largest delay is an instance of sky130_fd_sc_hd__ha_1. The cell sequence reported for the critical path is clkdlybuf4s50_1 > nor2b_2 > buf_4 > clkinv_1 > ha_1 > a21o_1 > a21oi_1 > o211ai_1 > a21oi_1 > xnor2_1. The critical path in this run is classified as primary input to flip-flop. The required time at the worst endpoint is listed as between 6 and 7 ns. Per STA, the worst path accumulates the most delay in the family buffers and inverters.

The timing report shows the most common cell along the critical path to be sky130_fd_sc_hd__a21oi_1. Counting buffers and inverters, the worst setup path is 10 cells deep. The kind of start point of the critical path is a primary input.

Drt
The number of detailed-route iterations in the first pass is 4. In the routed netlist, the antenna diode instances number 0. TritonRoute reported its final design rule violation total as 0.

In the post-route report, total wirelength is listed as ~18000 um. The routed design shows a via density per instance of approximately 4.9. The routed wire length per instance is approximately 12 um. The remaining antenna violation count after routing is 0. The number of DRC markers in iteration 0 is 355. Summing over every cut layer, the via total after detailed routing is 7288.

Hold path
Along the worst hold path, the cell count comes to 1. The type recorded for the worst min-delay path is flip-flop to flip-flop.

Place
The HPWL after detailed placement is 12600 um. RePlAce ended its routability-driven mode at a weighted congestion of 0.818. In this run the tool buffered the top-level ports with 76 buffer cells.

Final layout
Per the final layout report, the fraction of cells sized above drive strength 1 comes to 4.70%. For this run, the share of the core covered by cells in the final layout is 47.5%. Relative to the synthesized area, the layout overhead comes to 15.5%.

Run
OpenROAD emitted warnings numbering 91. The number of maximum-capacitance violations recorded for the run is 0.

Outcome
The flow ran to the end, and the final reports show no timing, DRC or antenna violations.
report_power, final:
part | internal (mW) | switching, mW | total [mW]
combinational | 0.240 | 0.202 | 0.442
sequential | 1.13 | 0.0722 | 1.20
clock | 0.603 | 0.422 | 1.02
registers in the layout (all words and copies together) (netlist names), 7 cells and up:
register	flops
HEX0	7
HEX1	7
HEX2	7
HEX3	7
HEX4	7
HEX6	7
HEX7	7
d_clock.S	31
pmw.count	8
s_clock.R	26
speed_control.speed	8
worst paths after layout:
path	slack, ns	to	startpoint
max	2.17	speed_control.speed[7]	KEY[3]
min reg2reg	0.45	d_clock.S[0]	d_clock.S[0]
min	0.45	d_clock.S[0]	d_clock.S[0]
max reg2reg	3.07	speed_control.speed[7]	speed_control.old_key3
routing by layer:
layer  global-route usage [%]  part of all wire, %
met1                     23.0                   51
met5                        0                0.073
met3                     2.45                  3.5
met4                     1.66                  1.3
met2                     23.0                   44
area by class of cell:
type | count | area, um^2
fillers | 2208 | 12400
clock buffers | 23 | 510
inverters | 75 | 282
repair buffers | 85 | 828
well taps | 319 | 399
multi-input cells | 801 | 5190
flip-flops and latches | 178 | 3940
clock inverters | 8 | 61.3
cells in the mapped netlist, types with 3 or more instances:
cell and count:
sky130_fd_sc_hd__nand3_1 44, sky130_fd_sc_hd__dfxtp_1 140, sky130_fd_sc_hd__xnor2_1 33, sky130_fd_sc_hd__xor2_1 40, sky130_fd_sc_hd__a21o_1 8, sky130_fd_sc_hd__buf_4 24, sky130_fd_sc_hd__a21boi_0 3, sky130_fd_sc_hd__nor2_1 126
sky130_fd_sc_hd__o211ai_1 15, sky130_fd_sc_hd__nand2b_1 9, sky130_fd_sc_hd__clkbuf_1 23, sky130_fd_sc_hd__nand4_1 18, sky130_fd_sc_hd__mux2i_1 21, sky130_fd_sc_hd__a221oi_1 4, sky130_fd_sc_hd__buf_1 3, sky130_fd_sc_hd__inv_1 73
sky130_fd_sc_hd__nor3b_1 5, sky130_fd_sc_hd__nand3b_1 7, sky130_fd_sc_hd__edfxtp_1 38, sky130_fd_sc_hd__o31ai_1 8, sky130_fd_sc_hd__ha_1 84, sky130_fd_sc_hd__a22oi_1 3, sky130_fd_sc_hd__and2_1 5, sky130_fd_sc_hd__nor3_1 28
sky130_fd_sc_hd__o21ai_0 58, sky130_fd_sc_hd__and3_1 15, sky130_fd_sc_hd__nor2b_1 5, sky130_fd_sc_hd__a31oi_1 6, sky130_fd_sc_hd__a211oi_1 8, sky130_fd_sc_hd__o22ai_1 11, sky130_fd_sc_hd__nand2_1 109, sky130_fd_sc_hd__buf_6 5
sky130_fd_sc_hd__a21oi_1 64, sky130_fd_sc_hd__o21ai_1 4, sky130_fd_sc_hd__buf_2 6, sky130_fd_sc_hd__nor4_1 3
stage by stage:
| stage | worst slack, ns | area (um^2) | instances |
|---|---|---|---|
| 2_1_floorplan | 2.51 | 9780 | 1116 |
| 5_1_grt | 1.97 | 11200 | 1489 |
| 3_3_place_gp | 1.76 | 10600 | 1458 |
| 4_1_cts | 2.19 | 11200 | 1489 |
| 3_5_place_dp | 1.77 | 10600 | 1458 |
| 6_report | 2.17 | 11200 | 1489 |
placed cells by master (no fill, tap or decap), types with 11 or more instances in the layout:
| master | count |
|---|---|
| sky130_fd_sc_hd__a21oi_1 | 64 |
| sky130_fd_sc_hd__and3_1 | 15 |
| sky130_fd_sc_hd__clkbuf_16 | 19 |
| sky130_fd_sc_hd__clkdlybuf4s50_1 | 76 |
| sky130_fd_sc_hd__conb_1 | 20 |
| sky130_fd_sc_hd__dfxtp_1 | 140 |
| sky130_fd_sc_hd__edfxtp_1 | 38 |
| sky130_fd_sc_hd__ha_1 | 84 |
| sky130_fd_sc_hd__inv_1 | 73 |
| sky130_fd_sc_hd__mux2i_1 | 21 |
| sky130_fd_sc_hd__nand2_1 | 109 |
| sky130_fd_sc_hd__nand3_1 | 44 |
| sky130_fd_sc_hd__nand4_1 | 18 |
| sky130_fd_sc_hd__nor2_1 | 126 |
| sky130_fd_sc_hd__nor3_1 | 28 |
| sky130_fd_sc_hd__o211ai_1 | 15 |
| sky130_fd_sc_hd__o21ai_0 | 58 |
| sky130_fd_sc_hd__o22ai_1 | 11 |
| sky130_fd_sc_hd__xnor2_1 | 33 |
| sky130_fd_sc_hd__xor2_1 | 40 |
kinds of logic after synthesis:
family                     share of synthesized area [%]
AOI/OAI and AO/OA                                   13.9
xor gates and xnor gates                            6.59
adders and majority gates                           10.8
buffers and inverters                               6.74
DFF                                                 40.6
muxes                                               2.86
other                                             0.0773
and+or+nand+nor                                     18.4
Power is estimated from default activity; no workload was simulated.

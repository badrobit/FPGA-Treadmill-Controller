===== design/flow/config.mk =====
export PLATFORM = sky130hd
export DESIGN_NAME = hex_7seg
export DESIGN_NICKNAME = hex_7seg
export VERILOG_FILES = /design/flow/design.v
export SDC_FILE = /design/flow/constraint.sdc
export NUM_CORES = 4
export LEC_CHECK = 1
export CORE_AREA = 10 10 70 70
export DIE_AREA = 0 0 80 80

===== design/flow/run.sh =====
#!/bin/bash
# OpenROAD 26Q1-2900-gdf79404cd8, Yosys 0.63+post, stock flow scripts
make -C /OpenROAD-flow-scripts/flow DESIGN_CONFIG=/design/flow/config.mk WORK_HOME=/design/flow/orfs finish

===== design/flow/design.v =====
module hex_7seg(hex_digit,seg);
input [3:0] hex_digit;
output [6:0] seg;
reg [6:0] seg;
always @ (hex_digit)
case (hex_digit)
		4'h0: seg = ~7'h3F;
		4'h1: seg = ~7'h06; 	 
		4'h2: seg = ~7'h5B; 	 
		4'h3: seg = ~7'h4F; 	 
		4'h4: seg = ~7'h66; 	 
		4'h5: seg = ~7'h6D; 	 
		4'h6: seg = ~7'h7D; 	 
		4'h7: seg = ~7'h07; 	 
		4'h8: seg = ~7'h7F; 	 
		4'h9: seg = ~7'h67; 	 
		4'ha: seg = ~7'h77;
		4'hb: seg = ~7'h7C;
		4'hc: seg = ~7'h39;
		4'hd: seg = ~7'h5E;
		4'he: seg = ~7'h79;
		4'hf: seg = ~7'b01011100;
endcase
endmodule

===== design/flow/constraint.sdc =====
current_design hex_7seg

set clk_period 1.5
set clk_io_pct 0.2

create_clock -name clk0 -period $clk_period

set non_clock_inputs [all_inputs -no_clocks]
set_input_delay [expr $clk_period * $clk_io_pct] -clock clk0 $non_clock_inputs
set_output_delay [expr $clk_period * $clk_io_pct] -clock clk0 [all_outputs]

==> metrics.yaml <==
power_density_nw_per_um2: 260
worstMarginPinSlew_ns: 0.233
violations: "setup timing"
synth_area_um2: 236
top_cell: "ha_1"
hold_viol: 0
fill_cells: 389
rsz0062_at_grt: "true"
cp_data_arrival_time_ns: 1.22
rows: 21
initial_core_util_pct: 6.92
areaGrowthSynthToFinish_pct: 130
ys_area_um2: 236
synth_warnings: 1
pin_count: 11
antenna_found_initial: 0
synthAoiAreaFrac_pct: 16.9
min_delay_path_depth: 4
finalCritPeriodShare_pct: 102
simple_gate_area_share_pct: 22.8
hpwl_um: 678
path_class: "input pin to output pin"
hold_class: "input pin to output pin"
diodes: 0
design.core.area_um2: 3420
vias: 280
die_w_um: 80
wl_per_cell_um: 8.34
synth.distinct_cells: 17
combGateArea_um2: 284
holdWs_ns: 0.980
ys_top_cells_by_count: "ha_1, nor2_1"
grt_pass1_vias: 294
path_max_fanout: 3
grt_pass1_wl_um: 1370
chipHeight_um: 80
slew_violations: 0
p_total_mw: 0.141
warning_count: 38
grt_max_degree: 8
synthAdderAreaFrac_pct: 26.5
grt_use_total_pct: 2.56
synth_top_area_share_pct: 26.5
nClkBuffers: 0
max_freq_mhz: 656
crit_start: "hex_digit[1]"
ys_top_logic_family: "adder cells"
postSynthSeqShare_pct: 0
globalplace.congestion: 0.826
wirelength_um: 801
worst_slack_ns: -0.0250
min_delay_worst_endpoint: "seg[6]"
endpoint_kind: "output pin"
yosys_cells: 30
setup_violations: 3
placed_cells: 94
peakVddDrop_mv: 0.0322
ys_sh_xor_pct: 0
leakage_nw: 0.241
yosysTopAreaCell: "ha_1"
gr-total-overflow: 0
hp-start: "hex_digit[1]"
cap_violations: 0
seq_area_um2: 0
firstDrtPassIters: 2
port_buffers: 11
cp.required_ns: 1.20
avgSynthCellArea_um2: 7.88
status: "finished, violations left"
final_core_util_pct: 15.9
netlist_instances: 30
ant_nets: 0
slew_headroom_pct: 84.4
fin_tns_setup_ns: -0.0363
via_per_inst: 2.92
dieArea_um2: 6400
fin_cells: 96
drive_gt1_share_pct: 66.0
synth.area.top_cells: "ha_1, mux4_2, mux2i_1"
crit_path_start_kind: "input pin"
mux_area_share_pct: 22.8
flop-count: 0
min_period_ns: 1.52
drc_errors: 0
dr.first_iter.drc_count: 1
==> per-stage QoR <==
stage,setup WS (ns),cell area [µm²]
5_1_grt,-0.0521,544
2_1_floorplan,0.231,236
3_5_place_dp,-1.01,465
4_1_cts,-0.112,522
3_3_place_gp,-0.952,465
6_report,-0.0250,544
==> timing repair <==
item,4_1_cts,5_1_grt
hold buffers,0,0
pin swaps,10,6
setup endpoints to repair,7,6
gates resized,54,9
buffers inserted,2,1
==> worst max-delay path, cell delays in order <==
cell    delay, ns
buf_8        0.10
buf_6        0.11
ha_4         0.15
mux4_2       0.44
buf_2        0.13
==> worst max path at each step <==
| stage | end | depth (start not counted) | slack (ns) |
|---|---|---|---|
| final | seg[0] | 5 | -0.02 |
| after global routing | seg[0] | 5 | -0.05 |
| after CTS | seg[3] | 5 | -0.11 |
==> layout by cell type (no fill, tap or decap) <==
cell type	instances
buf_4	8
buf_2	6
ha_4	3
inv_4	2
mux2i_1	2
nor2_2	2
nand2_1	2
o21ai_1	2
and2b_1	2
a22o_1	2
ha_1	2
buf_12	2
dlygate4sd2_1	2
buf_6	2
nor2_1	1
a21oi_1	1
nor2_4	1
nor3_2	1
nor2b_2	1
a211oi_4	1
nand3_1	1
mux4_2	1
mux2_4	1
buf_8	1
clkbuf_2	1
==> where the power goes <==
group	internal, mW	switching [mW]
logic	0.0859	0.0555
clock network	0	0
registers	0	0
==> cells by family after synthesis <==
kind of cell	Yosys count
AND-OR/OR-AND	6
AND/OR/NAND/NOR	11
adder cells (fa/ha/maj)	5
buffers and inverters	4
multiplexers	4
==> routing by layer <==
layer / routed length [µm] / vias up / part of all wire (%) / GRT usage, %
met3: 0 / 0 / 0 / 0
met5: 0 / - / 0 / 0
met4: 0 / 0 / 0 / 0
met2: 514 / 1 / 64 / 6.02
li1: - / 145 / - / -
met1: 286 / 134 / 36 / 2.38
==> final cells by class <==
cell class | instances | share of cell area (%)
timing repair buffer | 22 | 34.9
tap | 46 | 10.6
multi-input combinational | 26 | 52.2
inverter | 2 | 2.30
No activity file was given, so power comes from the tool's default toggle rates.

==> ./design.v <==
module divide_by_50(Q,CLK,RST);
input CLK, RST;
output Q;
reg Q;
reg [4:0] count;
always @ (posedge CLK or negedge RST)
	begin
		if (~RST)
			begin
				Q <= 1'b0;
				count <= 5'b00000;
			end
		else if (count < 24)
			begin 
			 	count <= count+1'b1;
			end
		else 
			begin
				count <= 5'b00000;
				Q <= ~Q;
			end
	end
endmodule
==> ./run.sh <==
#!/bin/bash
# OpenROAD 26Q1-2900-gdf79404cd8, Yosys 0.63+post, stock flow scripts
make -C /OpenROAD-flow-scripts/flow DESIGN_CONFIG=/design/flow/config.mk WORK_HOME=/design/flow/orfs finish
==> ./config.mk <==
export PLATFORM = sky130hd
export DESIGN_NAME = divide_by_50
export DESIGN_NICKNAME = divide_by_50
export VERILOG_FILES = /design/flow/design.v
export SDC_FILE = /design/flow/constraint.sdc
export NUM_CORES = 4
export LEC_CHECK = 1
export CORE_AREA = 10 10 70 70
export DIE_AREA = 0 0 80 80
==> ./constraint.sdc <==
current_design divide_by_50

set clk_period 1.8
set clk_io_pct 0.2

create_clock -name clk0 -period $clk_period [get_ports {CLK}]

set non_clock_inputs [all_inputs -no_clocks]
set_input_delay [expr $clk_period * $clk_io_pct] -clock clk0 $non_clock_inputs
set_output_delay [expr $clk_period * $clk_io_pct] -clock clk0 [all_outputs]
==> results_dict.tcl <==
# flow metrics
set metrics [dict create \
    cp_top_family "buffers and inverters" \
    post-cts-setup-buffers 0 \
    drive_gt1_frac 0.1667 \
    final-max-slew-violation-count 0 \
    power_frac_clock 0.464 \
    area_leaders "dfrtp_1 (62%), xnor2_1 (7.3%), ha_1 (5.2%)" \
    rsz0062_at_grt "false" \
    clock_sinks 6 \
    synth_cells 19 \
    switching_share 0.1840 \
    synthArstFlopShare 1.000 \
    worst_pin_slew_ns 0.2533 \
    fin_tns_setup_ns 0 \
    ys_seq_share 0.6218 \
    gp_congestion 0.6806 \
    arrival_ns 1.07 \
    seqPwrFrac 0.520 \
    cts_resized 0 \
    num_antenna_cells 0 \
    die_h_um 80 \
    clk_latency_ns 0.24 \
    max-cap-violations 0 \
    top_cell_area_share 0.6218 \
    p_int_uw 212.6 \
    relSlewSlack 0.8306 \
    grt_pass1_vias 194 \
    end_kind "output pin" \
    grt_start_max_net_pins 7 \
    ir_drop_v 0.0002962 \
    initial_utilization 0.07070 \
    fmax_mhz 697.8 \
    ys_cells 19 \
    combPwrFrac 0.016 \
    met1_usage 0.01681 \
    ys_ff 6 \
    p_sw_uw 47.94 \
    synth_top_cell_by_area "dfrtp_1" \
    clk_pin_slew_ns 0.04 \
    wl_per_cell_um 5.386 \
    hp-class "in2async" \
    drc 0 \
    crit_type "reg2out" \
    ant_nets 0 \
    fin_skew_ns 0.001993 \
    yosysWarningCount 1 \
    powerDensity_nw_per_um2 762.7 \
    ctsHoldBuffers 0 \
    syn_area_um2 241.5 \
    crit_chain "clkdlybuf4s50_1" \
    warning_count 25 \
    grt_antenna_before_repair 0 \
    ios 3 \
    critPathSlowestCell "clkdlybuf4s50_1" \
    startpoint_type "register" \
    cp_max_fo 2 \
    chip_area_um2 6400 \
    track_usage 0.01511 \
    drt-pass1-iter-count 2 \
    syn_area_per_cell_um2 12.71 \
    period_used_share 0.7961 \
    routed_via_density 2.243 \
    fp.dieW_um 80 \
    setup_violations 0 \
    cts_tree "built" \
    path_buffers 1 \
    netlist_top_cells_count "dfrtp_1 (6), a21oi_1 (2), nand2_1 (2), xnor2_1 (2)" \
    cts-htree-levels 1 \
    clock-root-buffer "clkbuf_4" \
    core_um2 3416 \
    synth.most_common_cell "dfrtp_1" \
    wl_um 377 \
    grt_use_met3 0.01818 \
    grt.busiest_layer "met2" \
    first_iter_violations 4 \
    p_total_uw 260.5 \
    cts_buffers 3 \
    hold_viol_final 0 \
    grt_pass1_wl_um 752 \
    port-buffer-count 2 \
    synth.distinct_cells 11 \
    synth-edff-count 0 \
    globalRouteOverflowTotal 0 \
    cpPeakStageDelay_ns 0.48 \
    vias 157 \
    synthToLayoutAreaGrowth_pct 41.45 \
    grt.met2_usage 0.01846 \
    clk_path_buf_depth 2 \
    row_count 21 \
    ff_type "dfrtp_1" \
    period_minus_slack_ns 1.433 \
    p_leak_nw 0.1305 \
    ys_area_um2 241.5 \
    status "finished clean" \
    crit_required_ns 1.44 \
]
## per-layer routing
layer  share of wire  routed length [um]  vias to the layer above
met5               0                   0                        -
met4               0                   0                        0
met3            0.16                  62                        0
met2            0.37                 139                        7
met1            0.46                 175                       75
li1                -                   -                       75
## sequential cells by signal, summed over array words and instances, names as in the netlist
signal	count
Q	1
count	5
## through the flow
| stage | setup WS, ns | cells | area [um2] | utilization | hold WS, ns |
|---|---|---|---|---|---|
| finish | 0.3670 | 70 | 341.6 | 0.1000 | 0.3496 |
| global placement | 0.6212 | 67 | 319.1 | 0.09341 | 0.4424 |
| floorplan | 0.9143 | 19 | 241.5 | - | 0.06441 |
| detailed placement | 0.6301 | 67 | 319.1 | 0.09341 | 0.4492 |
| global route | 0.3030 | 70 | 341.6 | 0.1000 | 0.3677 |
| CTS | 0.3504 | 70 | 341.6 | 0.1000 | 0.3538 |
## power groups by stage
stage | Sequential, mW | Clock, mW | Combinational, mW
4_1_cts | 0.135 | 0.127 | 0.00452
5_1_grt | 0.135 | 0.139 | 0.00510
6_report | 0.135 | 0.121 | 0.00422
## worst paths after layout
check                              start       end  slack, ns  depth (start not counted)
worst max-delay path                   Q         Q       0.37                          1
worst min-delay path                 RST  count[3]       0.35                          1
worst max register to register  count[0]  count[2]       0.88                          3
worst min register to register  count[0]  count[0]       0.45                          1
max in group asynchronous            RST         Q       1.25                          1
min in group clk0               count[0]  count[0]       0.45                          1
## placed cells by master (no fill, tap or decap)
master | synthesis | layout
o21ai_2 | 1 | 1
nand2b_1 | 1 | 1
dfrtp_1 | 6 | 6
mux2i_1 | 1 | 1
ha_1 | 1 | 1
nand2_1 | 2 | 2
xnor2_1 | 2 | 2
nand3_1 | 1 | 1
or2b_1 | 1 | 1
clkbuf_4 | 0 | 3
clkdlybuf4s50_1 | 0 | 2
and2_1 | 1 | 1
a21oi_1 | 2 | 2
## cell type report
cell class	instances	area [um2]
clock buffer	3	22.52
fill	402	3074
multi-input combinational	13	91.34
sequential	6	150.1
tap	46	57.56
timing repair buffer	2	20.02
## cell families after synthesis
logic type,count (synthesis),share of synthesized area
AND/OR/NAND/NOR,6,0.1348
flip-flops,6,0.6217
AND-OR/OR-AND,3,0.07773
XOR/XNOR,2,0.07255
multiplexers,1,0.04145
adder cells (fa/ha/maj),1,0.05181
Power figures rest on the tool's default switching activity, not on a simulated workload.
